==> design/flow/design.v <==
`timescale 1ns / 1ps
module VendingMachine(
   input clk ,reset,cancel,
   input [1:0] coin, 
   input [3:0] sel,
   output reg Pr1 , Pr2, Pr3,Pr4,Pr5, Pr6 , Pr7 , Pr8, Pr9 , Pr10 , change
  );
 parameter S0= 4'b0000,S5=4'b0001,S10=4'b0010,S15=4'b0011,S20=4'b0100,S25=4'b0101,
 S30=4'b0110,S35=4'b0111,S40=4'b1000,S45=4'b1001,S50=4'b1010;
 reg [3:0] current_state,next_state;
 always@(posedge clk or posedge reset) begin
 if(reset) 
 current_state<=S0;
 else current_state<= next_state ;
 end
 always @(*) begin
    case(current_state)
        S0: begin
            if(coin==2'b01) next_state=S5;
            else if(coin==2'b10) next_state=S10;
            else next_state = S0;
        end
        S5: begin 
            if (sel==4'b0000) next_state = S0;  
            else if(coin==2'b01) next_state=S10;
            else if(coin==2'b10) next_state=S15;
            else if (cancel) next_state = S0;
            else next_state = S5;
        end
        S10: begin 
            if (sel==4'b0000 || sel==4'b0001) next_state = S0; 
            else if(coin==2'b01) next_state=S15;
            else if(coin==2'b10) next_state=S20;
            else if (cancel) next_state = S0;
            else next_state = S10;
        end
        S15: begin 
            if (sel <= 4'b0010) next_state = S0;  
            else if(coin==2'b01) next_state=S20;
            else if(coin==2'b10) next_state=S25;
            else if (cancel) next_state = S0;
            else next_state = S15;
        end 
        S20: begin 
            if (sel <= 4'b0011) next_state = S0;
            else if(coin==2'b01) next_state=S25;
            else if(coin==2'b10) next_state=S30;
            else if (cancel) next_state = S0;
            else next_state = S20;
        end 
        S25: begin 
            if (sel <= 4'b0100) next_state = S0;
            else if(coin==2'b01) next_state=S30;
            else if(coin==2'b10) next_state=S35;
            else if (cancel) next_state = S0;
            else next_state = S25;
        end
        S30: begin 
            if (sel <= 4'b0101) next_state = S0;
            else if(coin==2'b01) next_state=S35;
            else if(coin==2'b10) next_state=S40;
            else if (cancel) next_state = S0;
            else next_state = S30;
        end  
        S35: begin 
            if (sel <= 4'b0110) next_state = S0;
            else if(coin==2'b01) next_state=S40;
            else if(coin==2'b10) next_state=S45;
            else if (cancel) next_state = S0;
            else next_state = S35;
        end 
        S40: begin 
            if (sel <= 4'b0111) next_state = S0;
            else if(coin==2'b01) next_state=S45;
            else if(coin==2'b10) next_state=S50;
            else if (cancel) next_state = S0;
            else next_state = S40;
        end 
        S45: begin 
            if (sel <= 4'b1000) next_state = S0;
            else if(coin==2'b01) next_state=S50;
            else if (cancel) next_state = S0;
            else next_state = S45;
        end
        S50: begin 
            if (sel <= 4'b1001) next_state = S0;
            else if (cancel) next_state = S0;
            else next_state = S50;
        end 
        default next_state=S0;
    endcase
end
always@(posedge clk or posedge reset) begin
if (reset)begin
Pr1 <= 0;
Pr2 <= 0;
Pr3 <= 0;
Pr4 <= 0;
Pr5 <= 0;
Pr6 <= 0;
Pr7 <= 0;
Pr8 <= 0;
Pr9 <= 0;
Pr10 <= 0;
change <= 0;
end 
else begin
Pr1 <= 0;
Pr2 <= 0;
Pr3 <= 0;
Pr4 <= 0;
Pr5 <= 0;
Pr6 <= 0;
Pr7 <= 0;
Pr8 <= 0;
Pr9 <= 0;
Pr10 <= 0;
change <= 0;
case(current_state) 
S5 : begin
if (sel==4'b0000) begin
Pr1<=1;
change <= 0;
end
end
S10 : begin
if (sel==4'b0000) begin
Pr1<=1;
change <= 1;
end
else if (sel==4'b0001) begin
Pr2<=1;
change <= 0;
end
end
S15 : begin
if (sel==4'b0000) begin
Pr1<=1;
change <= 1;  
end
else if (sel==4'b0001) begin
Pr2<=1;
change <= 1;  
end
else if (sel==4'b0010) begin
Pr3<=1;
change <= 0; 
end
end
S20 : begin
            if (sel==4'b0000) begin  
                Pr1<=1;
                change <= 1; 
            end
            else if (sel==4'b0001) begin  
                Pr2<=1;
                change <= 1; 
            end
            else if (sel==4'b0010) begin  
                Pr3<=1;
                change <= 1; 
            end
            else if(sel==4'b0011)begin  
                Pr4<=1;  
                change <= 0;
            end
        end
        S25 : begin
            if (sel==4'b0000) begin Pr1<=1; change <= 1; end       
            else if (sel==4'b0001) begin Pr2<=1; change <= 1; end  
            else if (sel==4'b0010) begin Pr3<=1; change <= 1; end  
            else if (sel==4'b0011) begin Pr4<=1; change <= 1; end  
            else if (sel==4'b0100) begin Pr5<=1; change <= 0; end  
        end
        S30 : begin
            if (sel==4'b0000) begin Pr1<=1; change <= 1; end       
            else if (sel==4'b0001) begin Pr2<=1; change <= 1; end  
            else if (sel==4'b0010) begin Pr3<=1; change <= 1; end  
            else if (sel==4'b0011) begin Pr4<=1; change <= 1; end  
            else if (sel==4'b0100) begin Pr5<=1; change <= 1; end  
            else if (sel==4'b0101) begin Pr6<=1; change <= 0; end  
        end
        S35 : begin
            if (sel==4'b0000) begin Pr1<=1; change <= 1; end       
            else if (sel==4'b0001) begin Pr2<=1; change <= 1; end  
            else if (sel==4'b0010) begin Pr3<=1; change <= 1; end  
            else if (sel==4'b0011) begin Pr4<=1; change <= 1; end  
            else if (sel==4'b0100) begin Pr5<=1; change <= 1; end  
            else if (sel==4'b0101) begin Pr6<=1; change <= 1; end  
            else if (sel==4'b0110) begin Pr7<=1; change <= 0; end  
        end
        S40 : begin
            if (sel==4'b0000) begin Pr1<=1; change <= 1; end       
            else if (sel==4'b0001) begin Pr2<=1; change <= 1; end  
            else if (sel==4'b0010) begin Pr3<=1; change <= 1; end  
            else if (sel==4'b0011) begin Pr4<=1; change <= 1; end  
            else if (sel==4'b0100) begin Pr5<=1; change <= 1; end  
            else if (sel==4'b0101) begin Pr6<=1; change <= 1; end  
            else if (sel==4'b0110) begin Pr7<=1; change <= 1; end  
            else if (sel==4'b0111) begin Pr8<=1; change <= 0; end  
        end
        S45 : begin
            if (sel==4'b0000) begin Pr1<=1; change <= 1; end       
            else if (sel==4'b0001) begin Pr2<=1; change <= 1; end  
            else if (sel==4'b0010) begin Pr3<=1; change <= 1; end  
            else if (sel==4'b0011) begin Pr4<=1; change <= 1; end  
            else if (sel==4'b0100) begin Pr5<=1; change <= 1; end  
            else if (sel==4'b0101) begin Pr6<=1; change <= 1; end  
            else if (sel==4'b0110) begin Pr7<=1; change <= 1; end  
            else if (sel==4'b0111) begin Pr8<=1; change <= 1; end  
            else if (sel==4'b1000) begin Pr9<=1; change <= 0; end  
        end
        S50 : begin
            if (sel==4'b0000) begin Pr1<=1; change <= 1; end       
            else if (sel==4'b0001) begin Pr2<=1; change <= 1; end  
            else if (sel==4'b0010) begin Pr3<=1; change <= 1; end  
            else if (sel==4'b0011) begin Pr4<=1; change <= 1; end  
            else if (sel==4'b0100) begin Pr5<=1; change <= 1; end  
            else if (sel==4'b0101) begin Pr6<=1; change <= 1; end  
            else if (sel==4'b0110) begin Pr7<=1; change <= 1; end  
            else if (sel==4'b0111) begin Pr8<=1; change <= 1; end  
            else if (sel==4'b1000) begin Pr9<=1; change <= 1; end  
            else if (sel==4'b1001) begin Pr10<=1; change <= 0; end  
        end
        endcase
        if(cancel) begin
        if(current_state != S0) 
            change <= 1;
        else 
            change <= 0;
    end
    end
end
endmodule
==> design/flow/run.sh <==
#!/bin/bash
# OpenROAD 26Q1-2900-gdf79404cd8, Yosys 0.63+post, stock flow scripts
make -C /OpenROAD-flow-scripts/flow DESIGN_CONFIG=/design/flow/config.mk WORK_HOME=/design/flow/orfs finish
==> design/flow/config.mk <==
export PLATFORM = sky130hd
export DESIGN_NAME = VendingMachine
export DESIGN_NICKNAME = VendingMachine
export VERILOG_FILES = /design/flow/design.v
export SDC_FILE = /design/flow/constraint.sdc
export NUM_CORES = 4
export LEC_CHECK = 1
export CORE_AREA = 10 10 97 97
export DIE_AREA = 0 0 107 107
==> design/flow/constraint.sdc <==
current_design VendingMachine

set clk_period 2.0
set clk_io_pct 0.2

create_clock -name clk0 -period $clk_period [get_ports {clk}]

set non_clock_inputs [all_inputs -no_clocks]
set_input_delay [expr $clk_period * $clk_io_pct] -clock clk0 $non_clock_inputs
set_output_delay [expr $clk_period * $clk_io_pct] -clock clk0 [all_outputs]
==> results.txt <==
Pin count of the biggest net entering global routing -> 17
Fin cells -> 273
Initial DRC Count -> 71
Power Dens Cells -> 749.3 nW/um2
Global placer's final weighted congestion -> 0.8985
Reg-to-reg startpoint -> current_state[2]
Crit path arrival time -> 1.98 ns
Overall die height -> 107 um
Count of yosys warnings during synthesis -> 1
Maximum frequency from static timing analysis -> 0.5385 GHz
Clock buffer count from CTS -> 3
Post-Route WL -> 3299 um
Insertion Delay late pin -> 0.24 ns
Max_slew headroom -> 62.27%
Fraction of power spent switching nets -> 36.80%
Number of placed instances with taps included -> 269
Path type of the worst min-delay path -> input pin to asynchronous set/reset pin
Global route total overflow -> 0
Cells taking the most area after synthesis -> sky130_fd_sc_hd__dfrtp_1, sky130_fd_sc_hd__nand2b_1, sky130_fd_sc_hd__nor3_1, sky130_fd_sc_hd__nand2_1, sky130_fd_sc_hd__buf_4
Period utilization -> 92.85%
Dominant flop cell -> sky130_fd_sc_hd__dfrtp_1
Cell taking the most area after synthesis -> sky130_fd_sc_hd__dfrtp_1
Type of destination of the critical path -> flop
Count of mapped cells out of synthesis -> 134
Total of hold buffers inserted after clock tree synthesis -> 0
Nature of the critical path startpoint -> input pin
Share of total power in sequential cells -> 34.4%
Clock Sinks -> 15
Post-CTS Setup Repair Bufs -> 0
Clock Pin Slew Worst Setup and Hold Paths -> 0.06 ns
Worst Max-Slew Pin Slew -> 0.5653 ns
Number of flops mapped to enable cells by yosys -> 0
Leakage power figure -> 0.0006817 uW
Post-synthesis sequential element count -> 15
Time the worst path needs with I/O delays and setup -> 1.857 ns
Final setup TNS -> 0 ns
Number of rows created at floorplan -> 31
Count of H-tree levels built during CTS -> 1
Worst setup slack for register-to-register paths -> 0.22 ns
Endpoint of the lowest-slack register-to-register path -> change
Global-route wire length before repair -> 5589 um
Max Buffers Root-to-Sink -> 2
Switch Pwr -> 452.4 uW
Share of the core filled by cells before placement -> 15.75%
Routed length per placed instance -> 12.08 um
Count of buffers from port buffering -> 19
Clock Root Buffer -> sky130_fd_sc_hd__clkbuf_8
Worst hold slack after final layout -> 0.5126 ns
Total power draw -> 1229 uW
Worst supply voltage drop on vdd -> 0.1609 mV
Cell count of the worst reg-to-reg path -> 4
Post-CTS sizing -> 0
Combined global-route utilization of all metal layers -> 5.689%
Post-DRT Antenna Nets -> 0
CP Data Required Time -> 2.12 ns
Result of the run -> finished, final reports clean
TritonCTS clock tree -> done
Final clock skew -> 0.003973 ns
Share of cells above drive strength 1 -> 20.69%
Netlist area before placement -> 1149 um2
Detail-routed via count per cell -> 4.190
Combinational group share of total power -> 46.0%
Avg Cell Area, Syn -> 8.572 um2
Cell internal power dissipation -> 776.8 uW
Remaining DRCs -> 0
Number of antenna violations at the first check in global routing -> 0
Tool Warnings -> 26
Setup violators final -> 0
Max-area cell share -> 32.68%
HPWL Detailed -> 2743 um
Yosys Instances -> 134
Synth unique cells -> 46
CP max FO -> 8
Area growth from synthesis to layout -> 42.81%
Placeable core area -> 7292 um2
Maximum capacitance violations -> 0
Detailed-route via count -> 1144
Final max-slew violation count -> 0
Die outline area -> 11450 um2
Critical path, cell by cell -> clkdlybuf4s50_1 > or4b_4 > a2bb2o_4 > a22oi_1 > nand3_1
Number of hold violations in the final report -> 0
Area of the synthesized netlist per yosys stat -> 1149 um2
Vias in the first global route -> 1110
First-pass DRT Iterations -> 4
Delay contributed by the slowest stage of the critical path -> 0.60 ns
Filler cell count in the final layout -> 823
Sequential share of the synthesized area -> 32.68%
Max stage delay cell, worst path -> sky130_fd_sc_hd__or4b_4
Type of the worst setup path -> input pin to flop
RSZ-0062 raised after global routing -> no
Clock group share of total power -> 19.6%
IO Pins -> 20
Die X-Extent -> 107 um
Fraction of registers with async set or reset after synthesis -> 100.0%
Antenna diode count -> 0
## Yosys cell counts, types with 4 or more instances
| master | count |
|---|---|
| sky130_fd_sc_hd__buf_4 | 4 |
| sky130_fd_sc_hd__nand2b_1 | 8 |
| sky130_fd_sc_hd__dfrtp_1 | 15 |
| sky130_fd_sc_hd__o21ai_0 | 5 |
| sky130_fd_sc_hd__inv_1 | 6 |
| sky130_fd_sc_hd__nand3_1 | 4 |
| sky130_fd_sc_hd__nor2_1 | 8 |
| sky130_fd_sc_hd__nor3_1 | 10 |
| sky130_fd_sc_hd__nand2_1 | 10 |
| sky130_fd_sc_hd__nor2b_1 | 4 |
| sky130_fd_sc_hd__buf_2 | 5 |
| sky130_fd_sc_hd__a21oi_1 | 4 |
## metal layers
metal	GRT usage, %	wire length [um]	up-vias
met4	0.7737	35	0
met5	0	0	-
met1	8.127	1600	537
met3	0.9703	171	2
met2	8.999	1491	23
li1	-	-	582
## logic make-up after synthesis
logic type	Yosys count	synth area share (%)
AOI/OAI and AO/OA	33	21.57
xor gates and xnor gates	1	0.7627
adders and majority gates	2	2.178
buffers and inverters	18	9.041
DFF	15	32.68
and+or+nand+nor	65	33.77
## critical path, delay by kind of cell
family | cells | cell delay, ns
AND-OR/OR-AND | 2 | 0.36
buffers and inverters | 1 | 0.52
AND/OR/NAND/NOR | 2 | 0.69
## stage by stage
| stage | util (%) | cell area [um2] | worst slack (ns) |
|---|---|---|---|
| 6_report | 22.49 | 1640 | 0.1431 |
| 2_1_floorplan | - | 1149 | 0.4525 |
| 5_1_grt | 22.49 | 1640 | 0.02075 |
| 4_1_cts | 22.49 | 1640 | 0.1584 |
| 3_5_place_dp | 21.88 | 1595 | -0.1010 |
| 3_3_place_gp | 21.88 | 1595 | -0.09178 |
## power by group through the flow
stage                 combinational, uW  clock, uW  sequential, uW
after CTS                           564        247             421
final                               565        241             423
after global routing                626        260             433
## worst max-delay path by stage
stage           from               end  slack, ns
CTS           sel[2]  current_state[3]       0.16
finish        sel[2]  current_state[3]       0.14
global route  sel[2]  current_state[0]       0.02
## sequential cells by signal, summed over array words and instances, names as in the netlist
name           count
Pr2                1
Pr5                1
Pr4                1
Pr3                1
change             1
Pr7                1
current_state      4
Pr8                1
Pr6                1
Pr9                1
Pr10               1
Pr1                1
## final cells by class
| type | instances | area [um2] | share of cell area (%) |
|---|---|---|---|
| clock buffer | 4 | 45.04 | 2.746 |
| inverter | 7 | 26.28 | 1.602 |
| multi-input combinational | 101 | 669.4 | 40.81 |
| sequential | 15 | 375.4 | 22.88 |
| tap | 99 | 123.9 | 7.552 |
| timing repair buffer | 47 | 400.4 | 24.41 |
## layout by cell type (no fill, tap or decap), drive strengths merged, types with 3 or more instances in the layout
cell,instances
buf,28
nor2b,4
nor3,10
a21oi,4
nor4,3
clkdlybuf4s50,19
nand3,4
a211oi,3
dfrtp,15
nand2,10
o21ai,6
nor2,8
nand2b,8
a2111oi,4
nand4,3
clkbuf,4
inv,7
a22oi,3
Power is estimated from default activity; no workload was simulated.
